==> flow/design.v <==
`timescale 1ns / 1ps
module division_float_32(clock, start, operand1, operand2, result, finish, illegal);
	input clock;  
	input start;  
	input [31:0] operand1, operand2;  
	output reg [31:0] result;  
	output reg finish;  
	output illegal;  
	reg [7:0] exponent;
	reg [23:0] significand1, significand2;
	reg [95:0] temp_operand1, temp_operand2;  
	reg [95:0] sub_result;
	reg [5:0] step;  
	always @(posedge clock) begin  
		if(start) begin
			significand1 = {1'b1, operand1[22:0]};
			significand2 = {1'b1, operand2[22:0]};
			temp_operand1 = {significand1, 24'b0};  
			temp_operand2 = {significand2, 48'b0};  
			finish = 0;
			step = 0;
		end
		if(step == 48) begin  
			sub_result = temp_operand1;  
			exponent = 127 + operand1[30:23] - operand2[30:23];
			if(sub_result[72:48] * 2 > significand2) begin
				sub_result = sub_result + 1;
			end
			if(sub_result[24]) begin
				result[22:0] = sub_result[23:1];
			end else begin
				exponent = exponent - 1;
				result[22:0] = sub_result[22:0];
			end
			if((127 + operand1[30:23]) < operand2[30:23]) begin
				exponent = 0;
			end
			result[31] = operand1[31] ^ operand2[31];
			result[30:23] = exponent;
			if(operand1 == 0) result = 0;
			finish = 1;
		end else begin  
			temp_operand1 = temp_operand1 << 1;  
			if (temp_operand1 >= temp_operand2) temp_operand1 = temp_operand1 - temp_operand2 + 1;
			step = step + 1;  
		end
	end
	assign illegal = (operand2 == 0) ? 1 : 0;  
endmodule
==> flow/run.sh <==
#!/bin/bash
# OpenROAD 26Q1-2900-gdf79404cd8, Yosys 0.63+post, stock flow scripts
make -C /OpenROAD-flow-scripts/flow DESIGN_CONFIG=/design/flow/config.mk WORK_HOME=/design/flow/orfs finish
==> flow/config.mk <==
export PLATFORM = sky130hd
export DESIGN_NAME = division_float_32
export DESIGN_NICKNAME = division_float_32
export VERILOG_FILES = /design/flow/design.v
export SDC_FILE = /design/flow/constraint.sdc
export NUM_CORES = 4
export LEC_CHECK = 1
export CORE_UTILIZATION = 40
==> flow/constraint.sdc <==
current_design division_float_32

set clk_period 35.6
set clk_io_pct 0.2

create_clock -name clk0 -period $clk_period [get_ports {clock}]

set non_clock_inputs [all_inputs -no_clocks]
set_input_delay [expr $clk_period * $clk_io_pct] -clock clk0 $non_clock_inputs
set_output_delay [expr $clk_period * $clk_io_pct] -clock clk0 [all_outputs]
==> ci_impl_report.md <==
### Metrics collected by this job

| Metric | Value |
|---|---|
| Clk slew on worst S/H paths | about 0.060 ns |
| Share of post-route cells with drive strength above 1 | around 4.7% |
| Count of pins over their slew limit | 0 |
| Hold depth | 1 |
| Flop-to-flop setup slack | 31.02 ns |
| Post-cts hold-fix buffer tally | 0 |
| Hold_sp | significand2[23] |
| Die footprint | about 53000 µm² |
| Latency at later pin | approximately 0.58 ns |
| Cells after Synth | roughly 2700 |
| Area Growth Syn to Fin | 12.21% |
| H-Tree Depth | 1 |
| Vias per cell | ~5.4 |
| Setup slack after layout | ~20 ns |
| Total number of vias | approximately 18000 |
| Most frequent CP cell | clkdlybuf4s50_1 |
| FF+latch count, synth | between 200 and 300 |
| DRT antenna net count | 0 |
| EDFF count, synth | 32 |
| Power Internal | between 1 and 1.5 mW |
| Row count | 83 |
| Die width | 229.9 µm |
| Run status | complete, no violations |
| Post-synth seq share | between 20% and 30% |
| Clock power share | around 16% |
| Ys Warns | 1 |
| Tool warnings | between 60 and 70 |
| CTS root buf | clkbuf_16 |
| Hold Fails Final Rpt | 0 |
| ANT cells | 0 |
| Worst r2r src | temp_operand1[1] |
| Total global-route track usage | a little under a quarter |
| TritonCTS Sinks | 254 |
| Tot Pwr | 1.960 mW |
| Core Region | between 50000 and 60000 µm² |
| RSZ-0062 raised after global routing | no |
| Worst Hold Endpoint | significand2[23] |
| First-pass GRT wire length | around 94000 µm |
| Post-CTS Setup Bufs | 0 |
| Final setup TNS | 0 ns |
| Max-Cap Viols | 0 |
| DIE HEIGHT | roughly 230 µm |
| Clock skew | approximately 0.016 ns |
| Number of CTS-inserted buffers | 30 |
| Critical-path top delay cell | clkdlybuf4s50_1 |
| RePlAce Congestion | approximately 0.95 |
| Critical setup path kind | primary input to primary output |
| Post-CTS resize count | 0 |
| Clock period minus worst slack | 15.97 ns |
| Synth Cell Area | just over 20000 µm² |
| Asr flop ratio synth | 0% |
| Worst min path class | flop to flop |
| Sequential share of power | 20.7% |
| Routed WL | slightly below 60000 µm |
| Final setup violation count | 0 |
| Max IR drop VDD | slightly below 0.09 mV |
| Number of cells in Yosys stat | ~2700 |
| Drt first pass iters | 5 |
| Commonest Layout Cell | nand2_1 |
| Netlist cell types | between 100 and 150 |
| Post-DP HPWL | between 40000 and 50000 µm |
| Most frequent cells in the layout | nand2_1, inv_1, dfxtp_1, nor2_1, ha_1 |
| Slew @ Worst Pin | approximately 0.85 ns |
| Worst path max stage delay | around 0.46 ns |
| Worst reg2reg endpoint | temp_operand1[80] |
| Routed len/inst | around 17 µm |
| Net Sw Frac | 46.54% |
| GRT overflow | 0 |
| Worst Path Arrival | 8.85 ns |
| NetSw | 912.4 µW |
| Port bufs | between 90 and 100 |
| Slew HR | between 40% and 50% |
| IO Pins | about 100 |
| FP Core Util | around two fifths |
| Crit path cell chain | clkdlybuf4s50_1, nor4_1, buf_4, nand4_1, nor2_1, clkdlybuf4s50_1 |
| DRT iter0 DRCs | around 1100 |
| Gate power share | between 60% and 70% |
| Critical path data required time | 28.48 ns |
| Primary FF master, synth | dfxtp_1 |
| Post-Syn Area per Cell | slightly below 8 µm² |
| Post-layout period usage | roughly 45% |
| Vias in the first global route | 17710 |
| DRC Markers | 0 |
| Leakage Power | 10.53 nW |
| Largest net degree at the start of global routing | about 160 |
| Worst Reg2Reg Path Length in Cells | 16 |
| Setup crit start kind | primary input |
| Maximum clock path buffer count | 3 |
| Pwr dens | ~84 nW/µm² |
| Antenna violations before repair | 0 |
| Max Clock Freq | around 63 MHz |
| Worst-path fanout max | 2 |
| Yosys stat chip area | a little over 20000 µm² |
| Crit. End Element | primary output |
| CTS tree | built |
| DP Worst Slack | around 20 ns |
-- Yosys cell counts, types with 53 or more instances --
cell      number  area share (%)
clkbuf_1      60             1.1
dfxtp_1      222              21
xor2_1        56             2.4
a21oi_1      215             5.2
nor2b_1       94             2.8
nor2_1       217             3.9
inv_1        260             4.7
ha_1         217              13
nand2_1      312             5.6
nand3_1       53             1.3
xnor2_1       74             3.1
o21ai_0      141             3.4
-- worst max-delay path: cells and delay by family --
| kind | cells | cell delay, ns |
|---|---|---|
| buffers and inverters | 3 | 1.13 |
| and+or+nand+nor | 3 | 0.61 |
-- area by class of cell --
type / count / area, µm²
Fill cell: 4945 / 27990
Multi-Input combinational cell: 2041 / 13940
Sequential cell: 254 / 5405
Timing Repair Buffer: 115 / 1121
Inverter: 264 / 996.0
Tap cell: 680 / 850.8
Clock buffer: 40 / 829.5
Clock inverter: 16 / 165.2
-- power groups by stage --
stage | Sequential, mW | Combinational, mW | Clock [mW]
final | 0.405 | 1.24 | 0.314
after global routing | 0.414 | 1.39 | 0.333
after CTS | 0.405 | 1.24 | 0.321
-- routing by layer --
layer / vias to the layer above / track usage (%) / share of wire [%]
met5: - / 0 / 0
met4: 0 / 4.946 / 2.6
met3: 79 / 3.331 / 4.8
met2: 362 / 35.80 / 45
met1: 8509 / 33.05 / 48
li1: 9328 / - / -
-- state kept, by name, summed over array words and instances, names as in the netlist --
register,cells
temp_operand1,95
step,6
finish,1
significand2,24
result,32
temp_operand2,96
-- worst max-delay path by stage --
| stage | startpoint | slack, ns | endpoint |
|---|---|---|---|
| CTS | operand2[30] | 19.60 | illegal |
| global route | operand2[6] | 19.42 | illegal |
| finish | operand2[30] | 19.63 | illegal |
-- logic make-up after synthesis --
logic type / count (synthesis) / share of synthesized area [%]
AND/OR/NAND/NOR: 915 / 21.19
flip-flops: 254 / 26.02
buffers and inverters: 363 / 6.951
adder cells (fa/ha/maj): 254 / 16.59
AND-OR/OR-AND: 688 / 20.96
multiplexers: 52 / 2.596
XOR/XNOR: 132 / 5.692
-- stage by stage --
step / hold slack, ns / instance area [µm²] / instances / utilization, %
finish: 0.4328 / 23310 / 3410 / 45.43
global route: 0.4543 / 23310 / 3410 / 45.43
detailed placement: 0.4150 / 22310 / 3354 / 43.49
CTS: 0.4322 / 23310 / 3410 / 45.43
floorplan: 0.4026 / 20770 / 2658 / -
global placement: 0.4122 / 22310 / 3354 / 43.49
Power figures rest on the tool's default switching activity, not on a simulated workload.
