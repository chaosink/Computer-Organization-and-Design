File: /design/flow/run.sh
#!/bin/bash
# OpenROAD 26Q1-2900-gdf79404cd8, Yosys 0.63+post, stock flow scripts
make -C /OpenROAD-flow-scripts/flow DESIGN_CONFIG=/design/flow/config.mk WORK_HOME=/design/flow/orfs finish
File: /design/flow/config.mk
export PLATFORM = sky130hd
export DESIGN_NAME = division_unsigned_32
export DESIGN_NICKNAME = division_unsigned_32
export VERILOG_FILES = /design/flow/design.v
export SDC_FILE = /design/flow/constraint.sdc
export NUM_CORES = 4
export LEC_CHECK = 1
export CORE_UTILIZATION = 50
File: /design/flow/constraint.sdc
current_design division_unsigned_32

set clk_period 22.7
set clk_io_pct 0.2

create_clock -name clk0 -period $clk_period [get_ports {clock}]

set non_clock_inputs [all_inputs -no_clocks]
set_input_delay [expr $clk_period * $clk_io_pct] -clock clk0 $non_clock_inputs
set_output_delay [expr $clk_period * $clk_io_pct] -clock clk0 [all_outputs]
File: /design/flow/design.v
`timescale 1ns / 1ps
module division_unsigned_32(clock, start, operand1, operand2, result, finish, illegal);  
	input clock;  
	input start;  
	input [31:0] operand1, operand2;  
	output reg [63:0] result;  
	output reg finish;  
	output illegal;  
	reg [63:0] temp_operand1, temp_operand2;  
	reg [5:0] step;  
	always @(posedge clock) begin  
		if (start) begin
			temp_operand1 = operand1;  
			temp_operand2 = {operand2, 32'b0};  
			finish = 0;  
			step = 0;  
		end
		if(step == 32) begin  
			result = temp_operand1;  
			finish = 1;  
		end else begin  
			temp_operand1 = temp_operand1 << 1;  
			if (temp_operand1 >= temp_operand2) temp_operand1 = temp_operand1 - temp_operand2 + 1;
			step = step + 1;  
		end
	end
	assign illegal = (operand2 == 0) ? 1 : 0;  
endmodule
==> results.rst <==
Synthesis and place-and-route
=============================

.. list-table::
   :header-rows: 1

   * - Metric
     - Value
   * - Post-CTS sizing
     - 0
   * - Number of unique standard cell types used by synthesis
     - around 68
   * - Slack of the worst reg-to-reg path
     - 17.78 ns
   * - Mux cell area share after synthesis
     - 6.128%
   * - Layout area overhead
     - 16.60%
   * - Worst hold slack
     - 0.4520 ns
   * - Final cycle utilization of the critical path
     - between 40% and 50%
   * - Clk Latency, worst-skew pair
     - about 0.44 ns
   * - Final routed wire length divided by cell count
     - between 15 and 20 um
   * - Total routed wirelength
     - about 31 mm
   * - Number of I/O pins
     - between 100 and 150
   * - Number of inserted filler cells in the final layout
     - ~2200
   * - Clock tree root buffer cell
     - clkbuf_16
   * - Antenna violations before repair
     - 0
   * - Number of DRC violations after detailed-routing iteration 0
     - 524
   * - Commonest flop
     - dfxtp_1
   * - Pin count of the biggest net entering global routing
     - between 60 and 70
   * - Total setup violations reported at the end of the flow
     - 0
   * - Post-Syn Instances
     - approximately 1500
   * - Asr flop ratio synth
     - 0%
   * - Highest clock rate
     - 0.09185 GHz
   * - Worst setup SP type
     - input port
   * - Number of enable flip-flop cells
     - between 60 and 70
   * - Cell area after technology mapping
     - around 0.013 mm2
   * - Buffers inserted during post-CTS setup optimization
     - 0
   * - Iteration count of the initial detailed-routing pass
     - 7
   * - Worst-case headroom to the max-slew limit
     - between 40% and 50%
   * - Clock transition at the register clock pins on the worst setup and hold paths after CTS
     - ~0.08 ns
   * - Post-synth seq share
     - 35.22%
   * - Area of placed instances
     - between 0.01 and 0.015 mm2
   * - Element type at the critical path end
     - output port
   * - Worst IR Drop VDD
     - about 45 uV
   * - Fraction of synthesized cell area in xor and xnor cells
     - under 10%
   * - CTS hold repair buffers
     - 0
   * - Fp util
     - about half
   * - Core area
     - around 0.025 mm2
   * - Wire length of the first global-routing pass
     - between 50 and 60 mm
   * - Highest-delay cell along the critical path
     - nor4_1
   * - Grt total ovfl
     - 0
   * - Arithmetic-cell share of the synthesized area counting full adders, half adders and majority gates
     - 16.98%
   * - Routed Antenna Nets
     - 0
   * - Delay of the slowest cell on the worst path
     - between 0.6 and 0.7 ns
   * - Vert. Die Dim
     - between 150 and 200 um
   * - Number of warnings the tools reported
     - slightly below 60
   * - Maximum Capacitance Violations
     - 0
   * - Tmin final
     - between 10 and 15 ns
   * - Status
     - finished, final reports clean
   * - Total via count after detailed routing
     - 10236
   * - Antenna diodes
     - 0
   * - Standard-cell row count
     - approximately 58
   * - Clock Skew
     - ~0.017 ns
   * - Number of warnings printed during yosys synthesis
     - 1
   * - Leak
     - slightly below 7 nW
   * - Total CTS buffers
     - 17
   * - Transition at the pin with the smallest max-transition slack
     - roughly 0.75 ns
   * - Dominant combinational cell family by area after synthesis
     - adder cells
   * - Maximum buffer depth of the clock tree
     - 2
   * - Worst Path Class, Setup
     - in -> out
   * - I/O Buffers
     - roughly 130
   * - Global router's overall resource usage
     - between 20% and 30%
   * - Mean instance size in the synthesized netlist
     - 9.054 um2
   * - Cell mode on critical path
     - clkdlybuf4s50_1
   * - Chip area estimate from yosys synthesis
     - 0.01313 mm2
   * - Number of buffer and inverter stages on the critical path
     - 2
   * - Share of final-layout standard cells stronger than drive strength 1
     - 4.259%
   * - Ys cells
     - about 1500
   * - Cell family with most CP delay
     - simple AND/OR/NAND/NOR gates
   * - AND-OR/OR-AND share of the synthesized area
     - between 15 and 20%
   * - Synthesized flop and latch total
     - roughly 200
   * - Summed area of non-filler cells in the final layout
     - 0.01531 mm2
   * - Via density per instance
     - 5.379
   * - Slew Viols, Final
     - 0
   * - CTS tree
     - done
   * - Critical path required time
     - roughly 18 ns
   * - Estimated wirelength of the detail-placed design
     - 23.62 mm
   * - Data arrival, critical path
     - 6.35 ns
   * - Setup TNS
     - 0 ns
   * - Simple-Gate Area Share
     - approximately 16%
   * - Pwr Density
     - around 60 mW/mm2
   * - Chain of cells forming the critical path
     - clkdlybuf4s50_1 -> nor4_1 -> nand4_1 -> nor2_1 -> clkdlybuf4s50_1
   * - Maximum fanout count along the critical path
     - 2
   * - Vias in the first global route
     - around 9800
   * - Die extent in x
     - between 150 and 200 um
   * - Total die size
     - 0.02691 mm2
   * - Setup repair after global routing missed its margin
     - false
   * - CTS H-tree lvls
     - 4
   * - Hold WC Path Type
     - reg -> reg
   * - Overall power after layout
     - 0.0009225 W
   * - Final weighted congestion of routability-driven global placement
     - just under 1
   * - Final hold vios
     - 0
   * - Clock tree sinks
     - slightly below 200
   * - DRC violation count after routing
     - 0
registers in the layout, indices dropped and copies added (netlist names):
signal         flops
temp_operand2     64
finish             1
temp_operand1     64
step               6
result            64
cell type report:
cell class / count / area, um2 / share of cell area, %
clock inverters: 14 / 138.9 / 0.9072
flip-flops and latches: 199 / 4624 / 30.21
multi-input cells: 1031 / 7686 / 50.21
well taps: 330 / 412.9 / 2.697
repair buffers: 139 / 1369 / 8.942
clock buffers: 18 / 429.2 / 2.803
inverters: 172 / 648.1 / 4.234
path summary, 6_finish.rpt:
path	start	endpoint	cells after the start
worst max-delay path	operand2[6]	illegal	5
worst min-delay path	temp_operand1[47]$_DFF_P_	temp_operand1[47]$_DFF_P_	2
worst max register to register	temp_operand1[39]$_DFF_P_	temp_operand1[63]$_DFF_P_	15
worst min register to register	temp_operand1[47]$_DFF_P_	temp_operand1[47]$_DFF_P_	2
placed cells by master, fill, tap and decap left out, drive strengths merged, types with 8 or more instances in the layout:
| cell | count |
|---|---|
| a31oi | 14 |
| clkdlybuf4s50 | 130 |
| o21a | 8 |
| mux2 | 11 |
| fa | 32 |
| xor2 | 24 |
| inv | 179 |
| buf | 9 |
| xnor2 | 31 |
| nand3 | 21 |
| clkbuf | 18 |
| nor2b | 40 |
| nand4 | 19 |
| dfxtp | 135 |
| a21boi | 8 |
| nand2 | 91 |
| a21o | 19 |
| nor3b | 11 |
| nor3 | 11 |
| nand2b | 66 |
| edfxtp | 64 |
| nor2 | 89 |
| a21oi | 114 |
| o21ai | 83 |
| ha | 127 |
| nor4 | 18 |
| a211oi | 21 |
| mux2i | 68 |
| o211ai | 15 |
| o21bai | 12 |
power by group:
| group | internal [W] | leakage (nW) | switching, W | total, W |
|---|---|---|---|---|
| registers | 0.000380 | 1.68 | 0.00000351 | 0.000384 |
| clock network | 0.000146 | 0.280 | 0.000150 | 0.000296 |
| logic | 0.000101 | 4.81 | 0.000142 | 0.000243 |
metal layers:
metal / vias up / part of all wire, % / GRT usage, % / wire [um]
li1: 5272 / - / - / -
met1: 4703 / 50 / 40.65 / 15530
met2: 231 / 43 / 37.52 / 13490
met3: 30 / 4.7 / 3.219 / 1476
met4: 0 / 2.1 / 4.924 / 654
met5: - / 0 / 0 / 0
cells in the mapped netlist, types with 14 or more instances:
| cell | count | area [um2] |
|---|---|---|
| o21ai_0 | 82 | 410.4 |
| ha_1 | 127 | 1589 |
| fa_1 | 32 | 640.6 |
| dfxtp_1 | 135 | 2703 |
| nand2b_1 | 66 | 412.9 |
| a21oi_1 | 114 | 570.6 |
| clkbuf_1 | 34 | 127.6 |
| nor2b_1 | 40 | 250.2 |
| nor4_1 | 18 | 112.6 |
| a211oi_1 | 20 | 150.1 |
| nor2_1 | 89 | 334.1 |
| nand4_1 | 19 | 118.9 |
| nand2_1 | 91 | 341.6 |
| xnor2_1 | 31 | 271.5 |
| edfxtp_1 | 64 | 1922 |
| a31oi_1 | 14 | 87.58 |
| mux2i_1 | 68 | 680.7 |
| a21o_1 | 19 | 142.6 |
| nand3_1 | 21 | 105.1 |
| inv_1 | 170 | 638.1 |
| o211ai_1 | 14 | 105.1 |
| xor2_1 | 24 | 210.2 |
metrics by stage:
stage          cells  util, %  setup slack (ns)
2_1_floorplan   1450        -             13.20
6_report        1903    60.10             11.81
4_1_cts         1903    60.10             11.78
5_1_grt         1903    60.10             11.71
3_5_place_dp    1871    57.87             11.78
3_3_place_gp    1871    57.87             11.79
kinds of logic (layout without fill, tap and decap cells):
group	count (synthesis)	in the layout
DFF	199	199
xor gates and xnor gates	55	55
buffers and inverters	220	343
and+or+nand+nor	397	397
AOI/OAI and AO/OA	341	341
muxes	79	79
adders and majority gates	159	159
worst reg2reg max path: stages, from the launching register on:
cell and delay (ns):
dfxtp_1 0.37, nor2b_1 0.18, ha_1 0.20, inv_1 0.06
fa_1 0.34, nand3b_1 0.17, a21oi_1 0.19, o31ai_1 0.12
nor4_1 0.57, o2111ai_1 0.31, nand3_4 0.59, buf_4 0.61
nand2_1 0.42, or4_1 0.50, mux2i_1 0.13, a211oi_1 0.05
Power figures rest on the tool's default switching activity, not on a simulated workload.
