$ cat design/flow/run.sh
#!/bin/bash
# OpenROAD 26Q1-2900-gdf79404cd8, Yosys 0.63+post, stock flow scripts
make -C /OpenROAD-flow-scripts/flow DESIGN_CONFIG=/design/flow/config.mk WORK_HOME=/design/flow/orfs finish
$ cat design/flow/config.mk
export PLATFORM = sky130hd
export DESIGN_NAME = division_signed_32
export DESIGN_NICKNAME = division_signed_32
export VERILOG_FILES = /design/flow/design.v
export SDC_FILE = /design/flow/constraint.sdc
export NUM_CORES = 4
export LEC_CHECK = 1
export CORE_UTILIZATION = 30
$ cat design/flow/design.v
`timescale 1ns / 1ps
module division_signed_32(clock, start, operand1, operand2, result, finish, illegal);  
	input clock;  
	input start;  
	input [31:0] operand1, operand2;  
	output reg [63:0] result;  
	output reg finish;  
	output illegal;  
	reg [63:0] temp_operand1, temp_operand2;  
	reg [5:0] step;  
	reg [31:0] op1_u, op2_u;  
	reg [63:0] sub_result;  
	always @(posedge clock) begin  
		if(start) begin
			op1_u = operand1[31] ? (operand1 ^ 32'hFFFFFFFF) + 1 : operand1;  
			op2_u = operand2[31] ? (operand2 ^ 32'hFFFFFFFF) + 1 : operand2;
			temp_operand1 = op1_u;  
			temp_operand2 = {op2_u, 32'b0};  
			finish = 0;  
			step = 0;  
		end
		if(step == 32) begin  
			sub_result = temp_operand1;  
			result[31:0] = (operand1[31] ^ operand2[31]) ? (sub_result[31:0] ^ 32'hFFFFFFFF) + 1 : sub_result[31:0];
			result[63:32] = operand1[31] ? (sub_result[63:32] ^  32'hFFFFFFFF) + 1 : sub_result[63:32];
			finish = 1;  
		end else begin  
			temp_operand1 = temp_operand1 << 1;  
			if (temp_operand1 >= temp_operand2) temp_operand1 = temp_operand1 - temp_operand2 + 1;
			step = step + 1;  
		end
	end
	assign illegal = (operand2 == 0) ? 1 : 0;  
endmodule
$ cat design/flow/constraint.sdc
current_design division_signed_32

set clk_period 16.2
set clk_io_pct 0.2

create_clock -name clk0 -period $clk_period [get_ports {clock}]

set non_clock_inputs [all_inputs -no_clocks]
set_input_delay [expr $clk_period * $clk_io_pct] -clock clk0 $non_clock_inputs
set_output_delay [expr $clk_period * $clk_io_pct] -clock clk0 [all_outputs]
==> results_dict.tcl <==
# yosys + openroad results
set metrics [dict create \
    mostFrequentLayoutCell "sky130_fd_sc_hd__nor2_1" \
    number_of_enable_flip_flop_cells 64 \
    timing_worst_slew_pin_value_ps 1010 \
    clock_tree_from_tritoncts "built" \
    track_usage_pct 17.6 \
    openroad.warnings 61 \
    drive_gt1_share_pct 4.52 \
    clkSlewWorstSetupHoldPaths_ps 70 \
    ant_nets 0 \
    netlist_instances 1916 \
    worst_clock_skew_ps 13.0 \
    hold_viol 0 \
    clock-sinks 199 \
    grt_start_max_net_pins 70 \
    finalInstanceArea_sq_um 18300 \
    placeable_core_region_sq_um 51500 \
    p_int_mw 1.38 \
    synth_cell_type_count 84 \
    place.detailed.hpwl_mm 34.3 \
    synth_area_sq_um 15700 \
    post-route-min-period_ps 10090 \
    cts_made_buffers 17 \
    ys_cells 1916 \
    clock_insertion_delay_worst_skew_ps 460 \
    max_vdd_drop_uv 95.4 \
    n_fill_cell 5246 \
    max_cap_viol_count 0 \
    crit_path_start_kind "input port" \
    p_leak_nw 7.64 \
    share_comb_of_total_power_pct 53.6 \
    cts-htree-levels 4 \
    crit_required_ps 16550 \
    setup_repair_after_global_routing_missed_its_margin "false" \
    timing_worst_setup_path_type "input port to flop" \
    io_buffer_count 131 \
    total_detailed_routing_wirelength_mm 44.8 \
    slew_violations 0 \
    placed_cells_incl_taps 2663 \
    timing.max_slew.rel_slack_pct 31.6 \
    hold_class "flop to flop" \
    post_cts.resized_instances 0 \
    fp.dieW_microns 231 \
    power_frac_clock_pct 18.9 \
    pwr_density_cell_nw_per_um2 131 \
    regToRegStartpoint "temp_operand1[60]" \
    clk_path_buf_depth 2 \
    min_period_over_period_pct 62.3 \
    synth-seq-area-share_pct 29.5 \
    utilization_pct 35.5 \
    vias 13626 \
    cp-startpoint "operand2[5]" \
    post-place-ws_ps 5870 \
    drt_drc_violations_left 0 \
    die_area_sq_um 53200 \
    drt_pre_antenna_iters 6 \
    yosys_warnings 1 \
    post_synth_area_from_yosys_stat_sq_um 15700 \
    hold_path.startpoint "temp_operand1[49]" \
    syn_to_final_growth_pct 16.6 \
    final_layout_top_logic_cells "sky130_fd_sc_hd__nor2_1 (190), sky130_fd_sc_hd__nand2_1 (184), sky130_fd_sc_hd__a21oi_1 (172), sky130_fd_sc_hd__inv_1 (156), sky130_fd_sc_hd__dfxtp_1 (135)" \
    timing.setup.tns_ps 0 \
    ff_type "sky130_fd_sc_hd__dfxtp_1" \
    fin_total_pwr_mw 2.41 \
    placed_area_sq_um 17700 \
    global_route.overflow_total 0 \
    drt-wirelength-per-cell_microns 16.6 \
    placement_rows 83 \
    clock_tree.root_cell "sky130_fd_sc_hd__clkbuf_16" \
    die_h_microns 231 \
    status "complete, no violations" \
    grt_first_pass_wirelength_mm 72.4 \
    synth.ff_latch_count 199 \
    initCoreUtil_pct 30.5 \
    grt_antenna_before_repair 1 \
    achievable_frequency_ghz 0.0991 \
    cts.hold.buffers_added 0 \
    switching_share_pct 42.4 \
    switching_power_mw 1.02 \
    fin_ws_ps 6110 \
    timing.critical_path.arrival_ps 10440 \
    worst-path-max-fanout 69 \
    final-instance-count-excl-fill 2696 \
    initialDrtViolationCount 899 \
    place_congestion 0.939 \
    critical_path.endpoint_type "flop" \
    cts.repair_timing.setup_buffer_count 0 \
    reg2reg_setup_slack_ps 11430 \
    io-pin-count 132 \
    power.share.sequential_pct 27.6 \
    finalSetupViolCount 0 \
    worst_hold_check_slack_ps 446 \
    async_reset_ff_share_pct 0 \
    first_global_vias 13335 \
    vias_cell 5.05 \
    syn-mean-instance-area_sq_um 8.19 \
]
layer usage:
layer | part of all wire (%) | up-vias | global-route usage [%]
li1 | - | 6882 | -
met1 | 45 | 6382 | 24.6
met2 | 47 | 319 | 28.6
met3 | 6.1 | 41 | 3.83
met4 | 2.1 | 2 | 3.29
met5 | 0.020 | - | 0
cell usage after synthesis, drive strengths merged, types with 16 or more instances:
cell,n,area share [%]
a21o,55,2.6
a21oi,172,5.5
a31oi,20,0.80
buf,22,0.56
clkbuf,58,1.4
dfxtp,135,17
edfxtp,64,12
fa,32,4.1
ha,134,11
inv,160,3.8
mux2i,17,1.2
nand2,186,4.5
nand2b,16,0.69
nand3,24,0.77
nand4,17,0.68
nor2,191,4.6
nor2b,36,1.5
nor3,31,1.1
nor4,17,0.84
o21ai,128,4.1
o31ai,21,1.0
or3,27,1.1
xnor2,99,5.5
xor2,69,3.8
registers in the layout, indices dropped and copies added, names as in the netlist:
name	flops
finish	1
result	64
step	6
temp_operand1	64
temp_operand2	64
power by group through the flow:
stage | Clock, mW | Sequential, mW | Combinational [mW]
4_1_cts | 0.468 | 0.662 | 1.29
5_1_grt | 0.489 | 0.672 | 1.45
6_report | 0.454 | 0.663 | 1.29
critical path, stage by stage:
cell,delay (ps)
sky130_fd_sc_hd__clkdlybuf4s50_1,450
sky130_fd_sc_hd__nor4_1,560
sky130_fd_sc_hd__nand3_1,260
sky130_fd_sc_hd__or4_1,520
sky130_fd_sc_hd__or3_1,400
sky130_fd_sc_hd__or3_1,410
sky130_fd_sc_hd__o41ai_1,320
sky130_fd_sc_hd__xor2_1,110
sky130_fd_sc_hd__a21oi_1,190
sky130_fd_sc_hd__inv_1,100
sky130_fd_sc_hd__ha_1,330
sky130_fd_sc_hd__nand2_1,70
sky130_fd_sc_hd__nor4_1,410
sky130_fd_sc_hd__nor4b_1,870
sky130_fd_sc_hd__o211ai_1,280
sky130_fd_sc_hd__nand2_4,410
sky130_fd_sc_hd__buf_4,630
sky130_fd_sc_hd__and2_1,420
sky130_fd_sc_hd__nand2_1,90
sky130_fd_sc_hd__nor3_1,160
sky130_fd_sc_hd__nor3_1,70
cell families after synthesis:
| group | count (synthesis) | synth area share (%) |
|---|---|---|
| flip-flops | 199 | 29.5 |
| buffers and inverters | 240 | 5.77 |
| XOR/XNOR | 168 | 9.37 |
| AND-OR/OR-AND | 521 | 20.8 |
| AND/OR/NAND/NOR | 603 | 18.4 |
| multiplexers | 19 | 1.39 |
| adder cells (fa/ha/maj) | 166 | 14.8 |
final cells by class:
cell class,count,area (sq um),area share (%)
repair buffers,147,1420,7.78
clock buffers,21,482,2.63
inverters,160,603,3.30
flip-flops and latches,199,4620,25.3
clock inverters,11,134,0.731
diodes,1,2.50,0.0137
well taps,680,851,4.65
multi-input cells,1477,10200,55.6
worst paths after layout:
check | to | cells past startpoint
worst min register to register | temp_operand1[49] | 1
worst max register to register | temp_operand1[63] | 12
worst min-delay path | temp_operand1[49] | 1
worst max-delay path | temp_operand1[63] | 21
Power and IR drop assume default switching activity.
